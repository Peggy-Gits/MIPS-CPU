==> flow/design.v <==
module aludec (
    input [5:0] funct,
    input [1:0] aluop,
    output reg [2:0] alucontrol
);
    always_comb begin
        case (aluop)
            2'b00: alucontrol <= 3'b010;  
            2'b01: alucontrol <= 3'b110;  
            default: case(funct)  
                6'b100000: alucontrol <= 3'b010;  
                6'b100010: alucontrol <= 3'b110;  
                6'b100100: alucontrol <= 3'b000;  
                6'b100101: alucontrol <= 3'b001;  
                6'b101010: alucontrol <= 3'b111;  
		6'b100001: alucontrol <= 3'b101;  
                default: alucontrol <= 3'bxxx;  
            endcase
        endcase
    end
endmodule
module aludec2 (
    input flag,
    input [5:0] funct,
    input [1:0] aluop,
    output reg [2:0] alucontrol
);
    always_comb begin
        case (aluop)
            2'b00: alucontrol <= 3'b010;  
            2'b01: alucontrol <= 3'b110;  
            default: case(funct)  
                6'b100000: alucontrol <= 3'b010;  
                6'b100010: alucontrol <= 3'b110;  
                6'b100100: alucontrol <= 3'b000;  
                6'b100101: alucontrol <= 3'b001;  
                6'b101010: alucontrol <= 3'b111;  
		6'b100011: alucontrol <= 3'b101;  
		6'b100111: begin		  
		   if(flag==1'b1) alucontrol <= 3'b100;
 		   else alucontrol <= 3'b011;
		end
                default: alucontrol <= 3'bxxx;  
            endcase
        endcase
    end
endmodule
module ALU(
    input [31:0] a,           
    input [31:0] b,           
    input [2:0] control,      
    output reg [31:0] result,  
    output zero               
);
    localparam ALU_AND = 3'b000;
    localparam ALU_OR  = 3'b001;
    localparam ALU_ADD = 3'b010;
    localparam ALU_SUB = 3'b110;
    localparam ALU_SLT = 3'b111;
    always @(*) begin
        case(control)
            ALU_AND: result = a & b;                      
            ALU_OR:  result = a | b;                      
            ALU_ADD: result = a + b;                      
            ALU_SUB: result = a - b;                      
            ALU_SLT: result = ($signed(a) < $signed(b));  
            default: result = 32'bx;                      
        endcase
    end
    assign zero = (result == 32'b0);
endmodule
module ALU2#(parameter WIDTH = 32)(
    input logic clk, reset, stall,
    input logic[31:0] a,           
    input logic[31:0] b,           
    input logic[31:0] c,	   
    input logic[2:0] control,      
    output logic [31:0] result,  
    output logic zero               
);
    logic [WIDTH - 1:0] instr_cnt, clk_cnt;
    localparam ALU_AND = 3'b000;
    localparam ALU_OR  = 3'b001;
    localparam ALU_ADD = 3'b010;
    localparam ALU_SUB = 3'b110;
    localparam ALU_SLT = 3'b111;
    localparam ALU_MULADD = 3'b101;
    localparam CLK = 3'b011;
    localparam INSTR = 3'b100;     
    always @(*) begin
        case(control)
            ALU_AND: result = a & b;                      
            ALU_OR:  result = a | b;                      
            ALU_ADD: result = a + b;                      
            ALU_SUB: result = a - b;                      
            ALU_SLT: result = ($signed(a) < $signed(b));  
	    ALU_MULADD: begin 
		result = b * c + a;	
		$display("MULLADD: b(%d) * c(%d) + a(%d)", b,c,a);	
	    end  
	    CLK: begin
		result = clk_cnt;
		$display("clk_cnt: %d", clk_cnt);
	    end
	    INSTR: begin 
		result = instr_cnt;
	        $display("instr_cnt: %d", instr_cnt);
	    end 
            default: result = 32'bx;                      
        endcase
    end
    assign zero = (result == 32'b0);
    perform #(WIDTH) perform_cnt(.clk(clk), .reset(reset),.stall(stall),
    .instr_cnt(instr_cnt), .clk_cnt(clk_cnt));
endmodule
module adder (
    input [31:0] a, b,
    output [31:0] y
);
    assign y = a + b;
endmodule
module maindec(
    input [5:0] op,
    output memtoreg, memwrite,
    output branch, alusrc,
    output regdst, regwrite,
    output jump,
    output [1:0] aluop
);
    reg [8:0] controls;
    assign {regwrite, regdst, alusrc, branch, memwrite, memtoreg, jump, aluop} = controls;
    always_comb begin
        case(op)
            6'b000000: controls <= 9'b110000010;  
            6'b100011: controls <= 9'b101001000;  
            6'b101011: controls <= 9'b001010000;  
            6'b000100: controls <= 9'b000100001;  
            6'b001000: controls <= 9'b101000000;  
            6'b000010: controls <= 9'b000000100;  
            default: controls <= 9'bxxxxxxxxx;  
        endcase
    end
endmodule
module flopr # (parameter WIDTH = 8)(
    input en, clk, reset,
    input [WIDTH-1:0] d,
    output reg [WIDTH-1:0] q
);
    always @ (posedge clk, posedge reset)
        if (reset) q <= 0;
        else if(en) $display("Stall Fetch");
	else q <= d;
endmodule
module hazard_ctrl 
(input logic RegWriteW, RegWriteM, RegWriteE, 
 input logic MemtoRegE, MemtoRegM, BranchD,
 input logic [4:0]WriteRegM, WriteRegE, WriteRegW,
 input logic [4:0]RsD, RtD,
 input logic [4:0]RsE, RdE, RtE,
 output logic forwardAD, forwardBD, forwardAD2, forwardBD2,
 output logic [1:0]forwardAE, forwardBE,
 output logic StallD,StallF, FlushE
 );
 logic lwstall;
 logic branchstall, DEstall, DMstall;
 always_comb begin
    if ((RsE!='0) & (RsE==WriteRegM) & RegWriteM)
	forwardAE = 2'b10;
    else if ((RsE!='0) & (RsE==WriteRegW) & RegWriteW)
	forwardAE = 2'b01;
    else forwardAE = 2'b00;
    if ((RtE!='0) & (RtE==WriteRegM) & RegWriteM)
	forwardBE = 2'b10;
    else if ((RtE!='0) & (RtE==WriteRegW) & RegWriteW)
	forwardBE = 2'b01;
    else forwardBE = 2'b00;
    lwstall = ((RsD==RtE)|(RtD==RtE)) & MemtoRegE;
    forwardAD2= (RsD!=0) & (RsD==WriteRegW) & RegWriteW;
    forwardBD2= (RtD!=0) & (RtD==WriteRegW) & RegWriteW;
    forwardAD = (RsD!=0) & (RsD==WriteRegM) & RegWriteM;
    forwardBD = (RtD!=0) & (RtD==WriteRegM) & RegWriteM;
    DEstall = RegWriteE & (WriteRegE == RsD | WriteRegE == RtD);
    DMstall = MemtoRegM & (WriteRegM == RsD | WriteRegM == RtD);
    branchstall = BranchD & (DEstall | DMstall);
    StallD = lwstall | branchstall;
    StallF = StallD;
    FlushE = StallD;
 end
endmodule
module mux2 # (parameter WIDTH = 8) (
    input logic [WIDTH-1:0] d0, d1,
    input logic s,
    output logic [WIDTH-1:0] y
);
    assign y = s ? d1 : d0;
endmodule
module mux3 # (parameter WIDTH =8) (
   input logic [WIDTH-1:0] d0, d1,d2,
   input logic [1:0] s,
   output logic [WIDTH-1:0] y
);
   always_comb begin
	case(s)
	   2'b00: y=d0;
	   2'b01: y=d1;
	   2'b10: y=d2;
	   default: y=d0;
	endcase
   end
endmodule
module sl2 (
    input [31:0] a,
    output [31:0] y
);
    assign y = {a[29:0], 2'b00};
endmodule
module signext (
    input [15:0] a,
    output [31:0] y
);
    assign y = {{16{a[15]}}, a};
endmodule
module perform #(parameter WIDTH = 8)
(input logic clk, reset,stall,
 output logic [WIDTH-1:0]instr_cnt, clk_cnt);
  always_ff @(posedge clk) begin
     if(reset==1'b1) begin
	instr_cnt<='0;
  	clk_cnt<='0;
     end
     else begin
	clk_cnt<=clk_cnt+1;
	if (stall==1'b0) begin
	   instr_cnt<=instr_cnt+1;
	   $display("instruction count: %d", instr_cnt);
	end
     end
  end
endmodule
==> flow/run.sh <==
#!/bin/bash
# OpenROAD 26Q1-2900-gdf79404cd8, Yosys 0.63+post, stock flow scripts
make -C /OpenROAD-flow-scripts/flow DESIGN_CONFIG=/design/flow/config.mk WORK_HOME=/design/flow/orfs finish
==> flow/config.mk <==
export PLATFORM = sky130hd
export DESIGN_NAME = ALU
export DESIGN_NICKNAME = ALU
export VERILOG_FILES = /design/flow/design.v
export SDC_FILE = /design/flow/constraint.sdc
export NUM_CORES = 4
export LEC_CHECK = 1
export CORE_UTILIZATION = 30
==> flow/constraint.sdc <==
current_design ALU

set clk_period 25.1
set clk_io_pct 0.2

create_clock -name clk0 -period $clk_period

set non_clock_inputs [all_inputs -no_clocks]
set_input_delay [expr $clk_period * $clk_io_pct] -clock clk0 $non_clock_inputs
set_output_delay [expr $clk_period * $clk_io_pct] -clock clk0 [all_outputs]
==> out/qor.txt <==
Initial drt markers: 652
Syn_area_per_cell: 6.503 um^2
Slew headroom: 45.57%
Total wire length after detailed routing: 23,430 um
OpenROAD warning count: 100
CP Launch Type: input port
First-pass GRT wire length: 35,820 um
Vias/cell: 5.640
End-of-flow core utilization: 36.49%
Logic area: 0.005363 mm^2
Seq cells: 0
DRT antenna net count: 0
TritonRoute pass-1 iters: 7
Chip Width: 143.7 um
Routability cong.: 1.021
Fin worst setup slack: 10.33 ns
Final Hold Fails: 0
# Post-CTS Setup Buffers: 0
# setup viols final: 0
# rows: 51
Leakage: 3.087 nW
Maximum fanout along the worst path: 10
Status: finished clean
Fin Hold WS: 11.28 ns
WP data required: 20.08 ns
Largest net degree at the start of global routing: 50
Synthesis-to-finish area growth: 18.72%
Critical Path Sink Type: output port
Max incr delay on CP: 0.57 ns
Worst VDD drop: 0.008684 mV
RSZ-0062 raised after global routing: no
Layout cells sized above 1: 4.578%
Dpl hpwl: 18,690 um
Initial antenna violation count: 0
Fin crit share: 58.85%
Max Freq: 67.70 MHz
Vias in the first global route: 6,347
Unique cell types: 91
Antenna Cells: 0
GRT Total Usage: 22.81%
WS Path Type: input port to output port
Die Y: 143.7 um
Dpl ws: 10.40 ns
Critical path arrival: 9.75 ns
Pwr Density: 22.97 mW/mm^2
Die area: 0.02064 mm^2
Hold crit path type: input port to output port
Total power: 164.2 uW
GRT overflow: 0
Hold buffers post-CTS: 0
Fillers: 2,117
Port bufs: 100
Slowest CP cell: o21ai_0
Setup TNS: 0 ns
YS warnings: 1
Post-Syn Instances: 926
Crit path cell chain: clkdlybuf4s50_1, inv_1, ha_1, nor2b_2, o21ba_2, o311a_1, o21ai_0, mux2i_1, a31oi_1, or3_1, nor4_1, and4bb_2, nand4_1, nor4b_4, clkdlybuf4s50_1
Sequential cell area: 0 um^2
CTS resizes: 0
Routed length per instance: 18.77 um
Most frequent CP cell: clkdlybuf4s50_1
Core Util at FP: 30.74%
Actual slew at the worst max-slew pin: 0.8129 ns
Core area: 0.01959 mm^2
Slew Viols, Final: 0
Ys cells: 926
DR vias: 7,039
Post-synth seq share: 0%
Layout clock buffer count: 0
Min Clock Period, post-route: 14.77 ns
Cell Area, Synth: 0.006022 mm^2
IO Pins: 100
Yosys chip area: 0.006022 mm^2
DR DRC count: 0
Max-cap violations: 0
[cell families (layout without fill, tap and decap cells)]
logic type | count (synthesis) | count (layout) | share of synthesized area [%]
AND-OR/OR-AND | 322 | 322 | 35.80
XOR/XNOR | 23 | 23 | 3.345
adder cells (fa/ha/maj) | 102 | 102 | 21.44
buffers and inverters | 154 | 211 | 10.99
multiplexers | 11 | 11 | 1.849
AND/OR/NAND/NOR | 314 | 314 | 26.57
[placed cells by master (no fill, tap or decap), types with 7 or more instances in the layout]
cell and instances:
a21oi_1 87, o21bai_1 8, xnor2_1 18, a31oi_1 11, or3_1 11, buf_4 10
nand3_1 17, mux2i_1 10, o31ai_1 13, a211oi_1 12, nor2_1 101, a22oi_1 8
a21o_1 8, inv_1 96, o21a_1 11, nor2b_1 14, nor3_1 27, nand2b_1 7
ha_1 100, clkdlybuf4s50_1 100, nor4_1 8, o21ai_0 62, o211ai_1 13, and3_1 9
nand2_1 72
[cells in the mapped netlist, types with 6 or more instances]
master / n / area [um^2]
and3_1: 9 / 56.30
buf_2: 17 / 85.08
a22oi_1: 8 / 60.06
o211ai_1: 13 / 97.59
nor2b_1: 15 / 93.84
o21ai_0: 62 / 310.3
ha_1: 100 / 1251
o2111ai_1: 6 / 52.55
nand3_1: 17 / 85.08
clkbuf_1: 22 / 82.58
o221ai_1: 6 / 52.55
and2_1: 6 / 37.54
o22ai_1: 6 / 37.54
or3_1: 11 / 68.82
a21o_1: 8 / 60.06
o21a_1: 11 / 82.58
a211oi_1: 12 / 90.09
xnor2_1: 18 / 157.7
o21bai_1: 8 / 60.06
nand2_1: 72 / 270.3
nor3_1: 27 / 135.1
nor4_1: 8 / 50.05
nor2_1: 101 / 379.1
nand2b_1: 7 / 43.79
a31oi_1: 11 / 68.82
inv_1: 96 / 360.4
a21oi_1: 87 / 435.4
mux2i_1: 10 / 100.1
nand4_1: 6 / 37.54
o31ai_1: 13 / 97.59
buf_4: 8 / 60.06
[layout make-up]
cell class | count | area share (%)
tap | 265 | 4.638
timing repair buffer | 110 | 15.05
multi-input combinational | 772 | 75.01
inverter | 101 | 5.303
[worst max-delay path, delay by kind of cell]
family | cells | cell delay (ns)
compound gates | 4 | 1.35
fa+ha+maj | 1 | 0.54
buf+inv | 3 | 1.08
mux | 1 | 0.26
simple gates | 6 | 1.50
[metal layers]
layer / up-vias / global-route usage, % / part of all wire (%)
li1: 3444 / - / -
met1: 3279 / 33.62 / 46
met2: 284 / 36.43 / 45
met3: 32 / 1.731 / 6.8
met4: 0 / 4.255 / 2.0
met5: - / 0 / 0
[final timing paths]
| kind | from | endpoint | slack (ns) | cells past startpoint |
|---|---|---|---|---|
| worst max-delay path | a[4] | zero | 10.33 | 15 |
| worst min-delay path | b[18] | result[18] | 11.28 | 7 |
[report_power, final]
part / switching, mW / total (mW) / internal, mW
logic: 0.0950 / 0.164 / 0.0693
clock network: 0 / 0 / 0
registers: 0 / 0 / 0
[metrics by stage]
stage / std cells / area (um^2)
after detailed placement: 1248 / 7149
after floorplan: 926 / 6022
after CTS: 1248 / 7149
after global placement: 1248 / 7149
final: 1248 / 7149
after global routing: 1248 / 7149
Power is estimated from default activity; no workload was simulated.

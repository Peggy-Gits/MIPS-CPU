## flow/config.mk

```make
export PLATFORM = sky130hd
export DESIGN_NAME = EX_MEM2
export DESIGN_NICKNAME = EX_MEM2
export VERILOG_FILES = /design/flow/design.v
export SDC_FILE = /design/flow/constraint.sdc
export NUM_CORES = 4
export LEC_CHECK = 1
export CORE_UTILIZATION = 30
```

## flow/constraint.sdc

```tcl
current_design EX_MEM2

set clk_period 1.0
set clk_io_pct 0.2

create_clock -name clk0 -period $clk_period [get_ports {clk}]

set non_clock_inputs [all_inputs -no_clocks]
set_input_delay [expr $clk_period * $clk_io_pct] -clock clk0 $non_clock_inputs
set_output_delay [expr $clk_period * $clk_io_pct] -clock clk0 [all_outputs]
```

## flow/design.v

```verilog
module CPU_fw
 (input           clk, reset,
  input   [31:0]  instr, ReadDataM,
  output  [31:0]  PCF,
  output          MemWriteM,
  output  [31:0]  ALUoutM, WriteDataM);
 logic forwardAD,forwardBD, forwardAD2, forwardBD2;
 logic [1:0] forwardAE, forwardBE;
 logic StallF, StallD, flushD,flushE; 
 logic RegWriteD, RegWriteE, RegWriteM, RegWriteW; 
 logic pcsrc, BranchD, BranchE, BranchM;
 logic MemtoRegD, MemtoRegE, MemtoRegM, MemtoRegW;
 logic MemWriteD;
 logic ALU_srcD, ALU_srcE;
 logic RegDstD, RegDstE;
 logic zero, zeroM, flag;
 logic [1:0] ALUop;
 logic [2:0] ALU_ctrlD, ALU_ctrlE;
 logic [31:0]PC_val, nextPC, nextPCD,   PCBranchD;  
 logic [4:0]WriteRegM, WriteRegE, WriteRegW; 
 logic [4:0]RsD,RsE,RdD,RdE, RtD, RtE;
 logic [5:0]op, funct;
 logic [31:0] instrD, signImmD, signImmE,signImmsh;
 logic [31:0] WriteDataD, WriteDataD2, WriteDataE,WriteDataE2;
 logic [31:0] srcAD, srcAD2, srcAE, srcAE2, srcCD, srcCE, srcBE;
 logic [31:0] compAD, compBD;
 logic [31:0] ALUoutE, ALUoutW;
 logic [31:0] ResultW, ReadDataW;
   always_ff @(instr) $display("pcsrc=%h", pcsrc);
   always_ff @(nextPC) $display("pcnext: %h", PC_val);
   always_ff @(PCF) $display("current pc: %h", PCF);
  flopr #(32) pcreg(.en(StallF), .clk(clk), .reset(reset), .d(PC_val), .q(PCF));
  adder       pcadd1(.a(PCF), .b(32'b100), .y(nextPC));
  mux2 #(32) pcmux(.d0(nextPC), .d1(PCBranchD), .s(pcsrc), .y(PC_val));
  IF_ID2 if_id(.clk(clk), .reset(flushD), .en(StallD), .instr(instr), .nextPC(PC_val), 
  	.instrD(instrD), .nextPCD(nextPCD));
  maindec ctrl(.op(op), .regwrite(RegWriteD), .memtoreg(MemtoRegD), .memwrite(MemWriteD), .branch(BranchD),
             .alusrc(ALUsrcD), .regdst(RegDstD), .jump(JumpD), .aluop(ALUop));
  aludec2  adec(.flag(flag),.funct(funct), .aluop(ALUop), .alucontrol(ALU_ctrlD));  
  assign RsD[4:0]=instrD[25:21];
  assign RtD[4:0]=instrD[20:16];
  assign RdD[4:0]=instrD[15:11];
  assign op[5:0] = instrD[31:26];
  assign funct[5:0] = instrD[5:0];
  assign flag = instrD[6]; 
  signext  sign_next(.a(instrD[15:0]), .y(signImmD));
  regfile2  reg_file(.clk(clk),.we3(RegWriteW),.ra1(RsD), .ra2(instrD[20:16]), .ra3(instrD[15:11]), .wa3(WriteRegW), .wd3(ResultW),
  	.rd1(srcAD), .rd2(WriteDataD), .rd3(srcCD)); 
  mux2 #(32) fwmuxD1(.d0(srcAD),.d1(ALUoutM),.s(forwardAD),.y(compAD));
  mux2 #(32) fwmuxD2(.d0(WriteDataD), .d1(ALUoutM), .s(forwardBD), .y(compBD));
  mux2 #(32) fwmuxD3(.d0(srcAD),.d1(ResultW),.s(forwardAD2),.y(srcAD2)); 
  mux2 #(32) fwmuxD4(.d0(WriteDataD),.d1(ResultW),.s(forwardBD2),.y(WriteDataD2));
  sl2  immsh(.a(signImmD), .y(signImmsh));
  adder  pcadd2(.a(nextPCD), .b(signImmsh), .y(PCBranchD));
  assign pcsrc = BranchD & (compAD==compBD);
  assign flushD=reset|pcsrc;
  ID_EX2 id_ex(.clk(clk), .reset(reset),.flushE(flushE), .RegWriteD(RegWriteD), .MemtoRegD(MemtoRegD), .MemWriteD(MemWriteD), 
  	 .ALUsrcD(ALUsrcD), .RegDstD(RegDstD),.ALU_ctrlD(ALU_ctrlD),.RtD(RtD), .RsD(RsD), .RdD(RdD),
	.srcAD(srcAD2), .srcCD(srcCD),.signImmD(signImmD), .WriteDataD(WriteDataD2),
	.RegWriteE(RegWriteE), .MemtoRegE(MemtoRegE), .MemWriteE(MemWriteE),   .ALUsrcE(ALUsrcE), .RegDstE(RegDstE),
  	.ALU_ctrlE(ALU_ctrlE), .RtE(RtE), .RdE(RdE), .RsE(RsE), .signImmE(signImmE), .srcAE(srcAE),.srcCE(srcCE), .WriteDataE(WriteDataE));
  mux2 #(32)  ALUsrcmux(.d0(WriteDataE2), .d1(signImmE), .s(ALUsrcE), .y(srcBE));		
  ALU2  alu(.clk(clk), .reset(reset), .stall(StallF), .a(srcAE2), .b(srcBE), .c(srcCE), .control(ALU_ctrlE), .result(ALUoutE), .zero(zero));
  mux3 #(32) fwmuxE1(.d0(srcAE), .d1(ResultW), .d2(ALUoutM), .s(forwardAE), .y(srcAE2));
  mux3 #(32) fwmuxE2(.d0(WriteDataE), .d1(ResultW), .d2(ALUoutM), .s(forwardBE), .y(WriteDataE2));
  mux2 #(5)   regmux(.d0(RtE), .d1(RdE), .s(RegDstE), .y(WriteRegE)); 
  EX_MEM2 ex_mem (.clk(clk),.reset(reset), .RegWriteE(RegWriteE), .MemtoRegE(MemtoRegE), .MemWriteE(MemWriteE),  
  .zero(zero), .ALUoutE(ALUoutE), .WriteDataE(WriteDataE2), .WriteRegE(WriteRegE),
  .RegWriteM(RegWriteM), .MemtoRegM(MemtoRegM), .MemWriteM(MemWriteM),  .zeroM(zeroM), 
  .ALUoutM(ALUoutM), .WriteDataM(WriteDataM), .WriteRegM(WriteRegM));
  MEM_WB2 mem_wb(.clk(clk), .reset(reset),.RegWriteM(RegWriteM), .MemtoRegM(MemtoRegM),.ALUoutM(ALUoutM), .ReadDataM(ReadDataM),
  .WriteRegM(WriteRegM), .RegWriteW(RegWriteW), .MemtoRegW(MemtoRegW), .ALUoutW(ALUoutW), .ReadDataW(ReadDataW),
  .WriteRegW(WriteRegW));
  mux2 #(32)  resmux(.d0(ALUoutW), .d1(ReadDataW), .s(MemtoRegW), .y(ResultW));
  hazard_ctrl hazard(.RegWriteW(RegWriteW), .RegWriteM(RegWriteM), .RegWriteE(RegWriteE), 
   .MemtoRegE(MemtoRegE), .MemtoRegM(MemtoRegM), .BranchD(BranchD), .WriteRegM(WriteRegM), 
   .WriteRegE(WriteRegE), .WriteRegW(WriteRegW), .RsD(RsD), .RtD(RtD), .RsE(RsE), .RdE(RdE), 
   .RtE(RtE), .forwardAD(forwardAD), .forwardBD(forwardBD), .forwardAD2(forwardAD2), .forwardBD2(forwardBD2), .forwardAE(forwardAE), .forwardBE(forwardBE), .StallD(StallD),
   .StallF(StallF), .FlushE(flushE));
endmodule
module IF_ID2
 (input logic clk, reset, en,
  input logic [31:0] instr, nextPC,
  output logic [31:0] instrD, nextPCD 
 );
 always_ff @(posedge clk) begin
     if(reset==1'b1)begin
	instrD <= '0;
        nextPCD <= '0; 
     end
     else begin
	if(en==1'b1)begin
          $display ("StallD");
        end
	else begin
	  instrD <= instr;
          nextPCD <= nextPC; 
        end
     end
 end
endmodule
module ID_EX2
 (input logic clk, reset,
  input logic flushE, RegWriteD, MemtoRegD, MemWriteD,  ALUsrcD, RegDstD,
  input logic [2:0] ALU_ctrlD,
  input logic [4:0] RtD, RsD, RdD,
  input logic [31:0] srcAD, srcCD, signImmD, WriteDataD,
  output logic RegWriteE, MemtoRegE, MemWriteE,   ALUsrcE, RegDstE,
  output logic [2:0] ALU_ctrlE,
  output logic [4:0] RtE, RdE, RsE,
  output logic [31:0] signImmE, srcAE, srcCE, WriteDataE
 );
 always_ff @(posedge clk) begin
    if(flushE==1'b1|reset==1'b1)begin
	{RegWriteE, MemtoRegE, MemWriteE, ALU_ctrlE} <= '0;
	{ALUsrcE, RegDstE, srcAE, WriteDataE, RsE, RtE, RdE} <= '0;
	{signImmE , srcCE}<= '0;
    end
    else begin
	RegWriteE <= RegWriteD;
	MemtoRegE <= MemtoRegD;
	MemWriteE <= MemWriteD;
	ALU_ctrlE <= ALU_ctrlD;
	ALUsrcE <= ALUsrcD;
	RegDstE <= RegDstD;
	srcAE<= srcAD;
	srcCE<= srcCD;
	WriteDataE <= WriteDataD;
	RsE<= RsD;
	RtE <= RtD;
	RdE <= RdD;
	signImmE <= signImmD;
    end
 end
endmodule
module EX_MEM2
 (input logic clk, reset,
  input logic RegWriteE, MemtoRegE, MemWriteE,  
  input logic zero, 
  input logic [31:0] ALUoutE, WriteDataE, 
  input logic [4:0] WriteRegE, 
  output logic RegWriteM, MemtoRegM, MemWriteM,  
  output logic zeroM, 
  output logic [31:0] ALUoutM, WriteDataM, 
  output logic [4:0] WriteRegM);
  always_ff @(posedge clk) begin
 	if(reset==1'b1)begin
	RegWriteM<='0;
	MemtoRegM<='0;
	MemWriteM<='0;
	zeroM<='0;
	ALUoutM<='0;
	WriteDataM<='0;
	WriteRegM<='0;
	end
	else begin
	RegWriteM<=RegWriteE;
	MemtoRegM<=MemtoRegE;
	MemWriteM<=MemWriteE;
	zeroM<=zero;
	ALUoutM<=ALUoutE;
	WriteDataM<=WriteDataE;
	WriteRegM<=WriteRegE;
   	end
      end
endmodule
module MEM_WB2
 (input logic clk, reset,
  input logic RegWriteM,
  input logic MemtoRegM,
  input logic [31:0] ALUoutM, ReadDataM,
  input logic [4:0] WriteRegM,
  output logic RegWriteW,
  output logic MemtoRegW,
  output logic [31:0] ALUoutW, ReadDataW,
  output logic [4:0] WriteRegW);
 always_ff @(posedge clk)
	begin
	  if(reset==1'b1)begin
	   RegWriteW<='0;
	   MemtoRegW<='0;
	   ALUoutW<='0;
	   ReadDataW<='0;
	   WriteRegW<='0;
	  end
	  else begin
           RegWriteW<=RegWriteM;
	   MemtoRegW<=MemtoRegM;
	   ALUoutW<=ALUoutM;
	   ReadDataW<=ReadDataM;
	   WriteRegW<=WriteRegM;
	  end
	end
endmodule
```

## flow/run.sh

```bash
#!/bin/bash
# OpenROAD 26Q1-2900-gdf79404cd8, Yosys 0.63+post, stock flow scripts
make -C /OpenROAD-flow-scripts/flow DESIGN_CONFIG=/design/flow/config.mk WORK_HOME=/design/flow/orfs finish
```

==> summary.txt <==
Implementation results. In this run the remaining antenna-violating nets after routing total 0. By instance count after routing, the leading logic cell types are sky130_fd_sc_hd__buf_2, sky130_fd_sc_hd__nor2b_1, sky130_fd_sc_hd__clkdlybuf4s50_1. Broken down by cell family, the worst path's largest delay share belongs to flip-flops. Antenna diode instance count landed at 0. Of the cells placed in the final design, the portion with a size suffix greater than 1 is 0.297. The routed design shows a wire length per standard cell of ~12 µm. Number of cells produced by synthesis landed at about 150. Maximum fanout encountered on the critical timing path landed at 1. The worst VDD IR drop from the latest analysis is 865 µV. Per the summary, power density relative to cell area is about 1700 nW/µm².

Post-synthesis instance area landed at approximately 2000 µm². Setup repair after global routing could not meet its margin everywhere. Total leakage power landed at 1.51 nW. The first global-routing pass estimated approximately 7.3 mm of wire.

The floorplan step records an initial core utilization of 0.313. Per STA, the worst path is made up of buf_2. Max-slew violation count landed at 0. The placement summary gives the final routability congestion estimate as 0.723. Portion of the post-synthesis area used by sequential elements landed at 0.728. Number of levels in the clock H-tree landed at 3. The die covers between 7000 and 8000 µm². The synthesis stat section lists a flop and latch total of between 70 and 80. The run finished with clean final reports. Number of buffers on the longest clock path landed at 2. The number of antenna violations at the first check in global routing is 0. The placement stage leaves a total instance area of 3520 µm². TritonCTS created 9 clock buffers.

Port buffer count landed at about 150. Tally of max-capacitance violations landed at 0. Delay of the slowest cell on the worst path landed at slightly above 300 ps. STA classifies the critical path startpoint as a flip-flop.

CTS placed an instance of sky130_fd_sc_hd__clkbuf_8 at the clock tree root. OpenSTA lists the critical path startpoint as WriteDataM[5]$_SDFF_PP0_. Overall routing resource usage recorded by global route was 0.135. Counting distinct cell types in the post-synthesis netlist gives 3.

For reference, the clock transition at the flip-flops on the worst setup and hold paths is around 70 ps. Number of clock sinks seen by CTS landed at 73. The number of global-route vias before repair was around 1400.

Maximum number of pins on one net before global-route repair landed at 44. Cell depth of the worst setup path landed at 1. Max-slew headroom at the worst pin landed at 0.867. Of the available clock period, the critical path in the final layout requires 0.945. Number of detailed-routing iterations run before antenna repair landed at 21. The transition time recorded at the tightest slew-check pin is ~200 ps. Final tally of setup violations landed at 0. Post-synthesis, Yosys gives the total cell area as 2010 µm².

Buffers inserted to repair hold after CTS numbered 0. Y dimension of the die landed at approximately 84 µm. Chip width landed at about 84 µm. Global routing finished with a remaining overflow of 0. The largest individual stage delay along the critical path comes from the cell sky130_fd_sc_hd__dfxtp_2. Number of cells in the yosys synthesis report landed at ~150. Per the post-synthesis stats, the area per cell is 13.0 µm².

Arrival time at the worst endpoint landed at about 750 ps. Detailed-route wire length landed at between 4 and 5 mm. TritonCTS built the clock tree. Filler cell count landed at slightly below 600.

Row count landed at 29. Count of endpoints failing hold in the final timing report landed at 0. The tightest min-delay check is of the input pin to flip-flop type. Number of cells after detailed placement landed at 372. Average via count per standard cell landed at about 3.8.

The detailed router finished its first iteration with around 46 violations. Number of buffers and inverters on the critical path landed at 1. Sum of negative setup slack landed at 0 ps. The final timing report derives a shortest allowable period of around 950 ps. Leaving out fill and tap cells, the most frequent cell in the layout is sky130_fd_sc_hd__buf_2. Summing over every cut layer, the via total after detailed routing is ~1500. The logs give a warning total of 26. At the worst endpoint, the required time is roughly 800 ps.

The area taken by sequential standard cells is reported as 1460 µm². Total of warnings raised by yosys landed at 1. The worst setup path is captured at an output port.

Area of the placeable core landed at 6420 µm². Maximum clock rate landed at 1060 MHz. In the routed design, unresolved DRC markers number 0. According to the timing report, the critical path is captured at WriteDataM[5]. Leaving out filler cells and counting taps, the final layout contains ~390. Once detailed placement completed, the half-perimeter wirelength came to 3.16 mm. Post-synthesis to final-layout area growth landed at 65.3%. The setup path with the least slack is of type flip-flop to output port.

For this run, the share of the core covered by cells in the final layout is 0.517. Top-level port count landed at 148. The area taken by multi-input combinational cells is reported as 457 µm².

Design area landed at 3320 µm².
## per-layer routing
metal / up-vias / wire [µm] / part of all wire / global-route usage
li1: 760 / - / - / -
met1: 622 / 1880 / 0.41 / 0.198
met2: 88 / 1980 / 0.43 / 0.201
met3: 8 / 638 / 0.14 / 0.0472
met4: 0 / 68 / 0.015 / 0.0266
met5: - / 0 / 0 / 0
## repair_timing
| action | CTS | global route |
|---|---|---|
| pin swaps | 0 | 0 |
| buffers inserted | 0 | 0 |
| gates resized | 222 | 1 |
| setup endpoints to repair | 73 | 1 |
## logic make-up after synthesis
group	count (synthesis)	share of synthesized area
AND/OR/NAND/NOR	73	0.227
buffers and inverters	8	0.0449
flip-flops	73	0.728
## worst min path at each step
| stage | depth (start not counted) | slack (ps) | from | endpoint |
|---|---|---|---|---|
| after CTS | 3 | 280 | reset | ALUoutM[13]$_SDFF_PP0_ |
| after global routing | 3 | 300 | reset | ALUoutM[13]$_SDFF_PP0_ |
| final | 3 | 300 | reset | ALUoutM[11]$_SDFF_PP0_ |
## cell usage after synthesis
cell type | number | area [µm²]
sky130_fd_sc_hd__dfxtp_1 | 73 | 1460
sky130_fd_sc_hd__buf_6 | 8 | 90.1
sky130_fd_sc_hd__nor2b_1 | 73 | 457
## tightest hold or removal path, stage by stage
cell and delay [ps]:
sky130_fd_sc_hd__buf_2 140, sky130_fd_sc_hd__buf_12 180, sky130_fd_sc_hd__nor2b_1 60
## stage by stage
| stage | worst slack [ps] | total power (W) | hold slack [ps] |
|---|---|---|---|
| after floorplan | 399 | 0.00328 | 328 |
| after global placement | 19.4 | 0.00387 | 648 |
| after detailed placement | 24.9 | 0.00387 | 652 |
| after CTS | 30.6 | 0.00569 | 281 |
| after global routing | -1.98 | 0.00588 | 300 |
| final | 54.9 | 0.00558 | 301 |
## power by group
| part | internal (W) | switching (W) | total [W] |
|---|---|---|---|
| registers | 0.00306 | 0.0000289 | 0.00309 |
| logic | 0.000428 | 0.000128 | 0.000556 |
| clock network | 0.000938 | 0.000991 | 0.00193 |
## layout make-up
class	instances	area share
flip-flops and latches	73	0.441
repair buffers	149	0.344
multi-input cells	73	0.138
clock buffers	11	0.0426
well taps	77	0.0290
clock inverters	4	0.00603
## sequential cells by signal, indices dropped and copies added (netlist names)
register	flops
WriteRegM	5
WriteDataM	32
MemtoRegM	1
zeroM	1
RegWriteM	1
ALUoutM	32
MemWriteM	1
Power is estimated from default activity; no workload was simulated.
